<file path="flow/config.mk">
export PLATFORM = sky130hd
export DESIGN_NAME = normalization
export DESIGN_NICKNAME = normalization
export VERILOG_FILES = /design/flow/design.v
export SDC_FILE = /design/flow/constraint.sdc
export NUM_CORES = 4
export LEC_CHECK = 1
export CORE_UTILIZATION = 50
export SYNTH_HDL_FRONTEND = slang
</file>
<file path="flow/constraint.sdc">
current_design normalization

set clk_period 22.9
set clk_io_pct 0.2

create_clock -name clk0 -period $clk_period

set non_clock_inputs [all_inputs -no_clocks]
set_input_delay [expr $clk_period * $clk_io_pct] -clock clk0 $non_clock_inputs
set_output_delay [expr $clk_period * $clk_io_pct] -clock clk0 [all_outputs]
</file>
<file path="flow/design.v">
`timescale 1ns / 1ps
module Top_Module(
    input clk,
    input wire [31:0] Num1,
    input wire [31:0] Num2,
    output reg [31:0] out
);
    wire sign_out;
    wire [8:0] exp_out;
    wire [47:0] mantissa_out;
    wire [25:0] mantissa_out_ulp;
    wire [22:0] mantissa_out_norm;
    wire [8:0] exp_out_norm;
    reg sign_inter1,sign_inter2,sign_inter3,sign_inter4;
    reg [9:0] exp_inter1,exp_inter2,exp_inter3,exp_inter4;
    signCalc sign_calc(.clk(clk), .sign1(Num1[31]), .sign2(Num2[31]), .out(sign_out));
    expAdd exp_calc(.clk(clk), .exp1(Num1[30:23]), .exp2(Num2[30:23]), .out(exp_out));
    ManMult Man_Calc(.clk(clk), .man1(Num1[22:0]), .man2(Num2[22:0]), .out(mantissa_out));
    ULP ulp_calc(.clk(clk), .mantissa_in(mantissa_out), .mantissa_out(mantissa_out_ulp));
    normalization norm(.mantissa_in(mantissa_out_ulp), .exponent_in(exp_inter4), .mantissa_out(mantissa_out_norm), .exponent_out(exp_out_norm));
    always @ (posedge clk)
    begin
    sign_inter1 <= sign_out;
    sign_inter2<=sign_inter1;
    sign_inter3<=sign_inter2;
    sign_inter4 <= sign_inter3;
    exp_inter1 <= exp_out;
    exp_inter2<=exp_inter1;
    exp_inter3<=exp_inter2;
    exp_inter4<=exp_inter3;
    end
    always @ (*)
    begin
        out <= {sign_inter4, exp_out_norm[7:0], mantissa_out_norm};
    end
endmodule
module signCalc(
    input wire sign1,
    input wire sign2,
    input clk,
    output reg out
);
    always @ (*)
        out <= sign1 ^ sign2;
endmodule
module expAdd(
    input wire [7:0] exp1,
    input wire [7:0] exp2,
    input clk,
    output wire [8:0] out
);
    assign out = exp1 + exp2 - 8'd127;
endmodule
 module ManMult(
        input wire [22:0] man1,
        input wire [22:0] man2,
        input clk,
        output wire [47:0] out
    );
        wire [30:0] booth_out;
        wire [47:0] C;
        wire [23:0] man1_append, man2_append;
        wire [42:0] dsp_out;
        assign man1_append = {1'b1, man1};
        assign man2_append = {1'b1, man2};
        booth_multiplier booth_inst(
            .clk(clk),
            .A(man1_append),
            .B(man2_append[23:17]),
            .P(booth_out)
        );
        assign C = booth_out << 17;  
        wire[24:0] man1_dsp;
        wire[17:0] man2_dsp;
        assign man1_dsp = {1'b0,man1_append};   
        assign man2_dsp = {1'b0,man2_append[16:0]};
        dsp_macro_0 dsp_inst (
            .CLK(clk),
            .A(man1_dsp),
            .B(man2_dsp),
            .P(dsp_out)
        );
        assign out = dsp_out + C;
    endmodule
module normalization (
    input [25:0] mantissa_in,        
    input [8:0] exponent_in,         
    output reg [22:0] mantissa_out,  
    output reg [8:0] exponent_out    
);
    reg [25:0] mantissa_temp;        
    reg [8:0] exponent_temp;         
    integer shift_count;             
    always @(*) begin
        mantissa_temp = mantissa_in;
        exponent_temp = {1'b0, exponent_in};   
        shift_count = 0;                       
        if (mantissa_in == 0) begin
            mantissa_out = 0;
            exponent_out = 0;
        end else if (mantissa_temp[25] == 1) begin
            mantissa_out = mantissa_temp[24:2];   
            exponent_out = exponent_temp;
        end else begin
            while (!mantissa_temp[25] && exponent_temp > 0 && shift_count < 24) begin
                mantissa_temp = mantissa_temp << 1;
                exponent_temp = exponent_temp - 1;
                shift_count = shift_count + 1;   
            end
            mantissa_out = mantissa_temp[24:2];   
            exponent_out = exponent_temp;         
        end
    end
endmodule
module ULP (
    input [47:0] mantissa_in,
    input clk,
    output wire [25:0] mantissa_out
);
    wire guard_bit = mantissa_in[23];
    wire round_bit = mantissa_in[22];
    wire sticky_bit = |mantissa_in[21:0];
    wire rounding_condition = (round_bit & sticky_bit) | (guard_bit & round_bit);
    wire [22:0] mantissa_truncated = mantissa_in[46:24];
    wire [22:0] mantissa_rounded = mantissa_truncated + rounding_condition;
    assign mantissa_out = {mantissa_rounded, 3'b000};
endmodule
module booth_multiplier(
        input [23:0] A,
        input [6:0] B,
        input clk,
        output reg [30:0] P
    );
        reg [30:0] partial_sum;
        reg [7:0] booth_reg;
        reg [30:0] inter1,inter2,inter3;
        integer i;
        always @(posedge clk) begin
            booth_reg = {B, 1'b0};
            partial_sum = 0;
            for (i = 0; i < 4; i = i + 1) begin
                case (booth_reg[2:0])
                    3'b000, 3'b111: partial_sum = partial_sum;
                    3'b001, 3'b010: partial_sum = partial_sum + (A << (2 * i));
                    3'b011:          partial_sum = partial_sum + (A << (2 * i + 1));
                    3'b100:          partial_sum = partial_sum - (A << (2 * i + 1));
                    3'b101, 3'b110:  partial_sum = partial_sum - (A << (2 * i));
                endcase
                booth_reg = booth_reg >> 2;
            end
        end
        always @(posedge clk)
        begin
        inter3 <= partial_sum;
        inter2<=inter3;
        inter1<=inter2;
        P<=inter1;
        end
    endmodule
</file>
<file path="flow/run.sh">
#!/bin/bash
# OpenROAD 26Q1-2900-gdf79404cd8, Yosys 0.63+post, stock flow scripts
make -C /OpenROAD-flow-scripts/flow DESIGN_CONFIG=/design/flow/config.mk WORK_HOME=/design/flow/orfs finish
</file>
==> impl_results.rst <==
Physical design figures
=======================

.. list-table::
   :header-rows: 1

   * - Metric
     - Value
   * - Area added between synthesis and finish
     - 9.37%
   * - Detailed-route vias per instance
     - 7.41
   * - Crit. End Element
     - output port
   * - Sum of negative setup slack
     - 0 ns
   * - Placeable core area
     - 0.0202 mm²
   * - Cell leakage power
     - 3.76 nW
   * - Log Warnings
     - 36
   * - Leftover overflow at the end of global routing
     - 0
   * - Number of distinct standard cells referenced by the synthesized netlist
     - 106
   * - Share of final-layout standard cells stronger than drive strength 1
     - 9.59%
   * - Resized Gates After CTS
     - 0
   * - Post-Syn Area per Cell
     - 6.08 µm²
   * - Vias
     - 14,400
   * - Die Size
     - 0.0211 mm²
   * - Drt initial violations
     - 2,271
   * - Fraction of the core area occupied by cells at floorplan
     - 51.0%
   * - Mapped Cells
     - 1,690
   * - Share of the cycle needed by the critical path after routing
     - 87.8%
   * - Net load switching power
     - 0.400 mW
   * - Ys Warns
     - 0
   * - Tightest Hold Check Type
     - input pin to output port
   * - Startpoint kind of the worst setup timing path
     - input pin
   * - Stage delay of the slowest cell on the critical path
     - 0.90 ns
   * - Max Cap Viol
     - 0
   * - Number of hold-repair buffers added at the cts stage
     - 0
   * - I/O pins
     - 67
   * - Summed standard-cell area reported by yosys
     - 0.0103 mm²
   * - Port-buffer cells
     - 67
   * - Worst setup path endpoint
     - mantissa_out[21]
   * - Routability congestion estimate from global placement
     - 1.06
   * - Switching share of power
     - 64.4%
   * - Post-CTS setup buffer count
     - 0
   * - Final Slew Violations
     - 0
   * - Remaining routing DRC violations
     - 0
   * - Number of standard-cell rows in the floorplan
     - 52
   * - Cell with the largest stage delay on the worst path
     - sky130_fd_sc_hd__a311oi_1
   * - Final WL
     - 52,800 µm
   * - Required time of the worst setup path
     - 18.32 ns
   * - Final Hold Violating Endpoints
     - 0
   * - Power per cell area
     - 55.2 mW/mm²
   * - Number of antenna-violating nets in the routed design
     - 0
   * - Crit path launch
     - exponent_in[0]
   * - Startpoint of the most critical hold path
     - mantissa_in[1]
   * - Post-layout minimum cycle time
     - 20.10 ns
   * - Internal Power
     - 0.221 mW
   * - Least-Margin Pin Slew
     - 1.24 ns
   * - Registers
     - 0
   * - Combined area of all synthesized cells
     - 0.0103 mm²
   * - Worst supply voltage drop on vdd
     - 0.0341 mV
   * - Area taken by flip-flops and latches
     - 0 µm²
   * - Overall global routing resource usage
     - 49.2%
   * - Chip Height
     - 145 µm
   * - Initial antenna violation count
     - 1
   * - Hold slack
     - 10.31 ns
   * - Die span in x
     - 145 µm
   * - Outcome
     - complete, no violations
   * - Fraction of the yosys area taken by sequential cells
     - 0%
   * - Pin count of the biggest net entering global routing
     - 37
   * - Cells in synth_stat.txt
     - 1,690
   * - Highest net fanout along the worst path
     - 29
   * - Max-slew headroom
     - 16.4%
   * - Via count of the first global-routing pass
     - 12,300
   * - Mean routed wirelength per cell
     - 27.2 µm
   * - Final number of setup-violating endpoints
     - 0
   * - First-pass GRT wire length
     - 78,600 µm
   * - Maximum operating frequency
     - 49.7 MHz
   * - Data arrival time of the critical path
     - 15.52 ns
   * - Detailed placement HPWL
     - 38,600 µm
   * - Type of the worst setup path
     - input pin to output port
   * - Number of detailed-route iterations in the first pass
     - 15
   * - Clock buffer instance count of the final layout
     - 0
   * - RSZ-0062 raised after global routing
     - no
cell families after synthesis:
family	after synthesis	synth area share, %
and+or+nand+nor	692	31.9
AOI/OAI and AO/OA	654	42.5
buffers and inverters	180	6.88
xor gates and xnor gates	147	16.9
muxes	11	1.22
adders and majority gates	6	0.706
worst max-delay path: cells and delay by family:
kind | cells | cell delay, ns
buffers and inverters | 5 | 1.61
AND/OR/NAND/NOR | 4 | 0.95
XOR/XNOR | 8 | 4.35
AND-OR/OR-AND | 10 | 2.77
multiplexers | 1 | 0.52
adder cells (fa/ha/maj) | 1 | 0.69
layout make-up:
type | count | area, µm²
timing repair buffer | 139 | 1210
tap | 270 | 338
antenna | 1 | 2.50
multi-input combinational | 1510 | 9620
fill | 1936 | 8920
inverter | 20 | 75.1
metrics by stage:
stage	setup slack (ns)	area (µm²)	utilization (%)	power, mW	instances
global route	2.47	11200	55.7	0.656	1939
finish	2.80	11200	55.8	0.621	1940
detailed placement	3.31	11200	55.7	0.596	1939
floorplan	6.62	10300	-	0.446	1690
global placement	3.34	11200	55.7	0.597	1939
CTS	3.31	11200	55.7	0.599	1939
power groups by stage:
stage    logic [mW]  clock network, mW  registers, mW
4_1_cts       0.599                  0              0
5_1_grt       0.656                  0              0
worst min-delay path by stage:
stage	to	slack (ns)	cells after the start
after CTS	mantissa_out[0]	10.28	5
final	mantissa_out[0]	10.31	5
after global routing	mantissa_out[0]	10.36	5
routing by layer:
layer | up-vias | track usage [%] | wire, µm
met1 | 6370 | 69.1 | 20300
met2 | 1386 | 67.6 | 20300
met5 | - | 0 | 0
met3 | 328 | 14.9 | 8110
met4 | 0 | 26.0 | 4090
li1 | 6292 | - | -
cells in the final DEF, fill, tap and decap left out, drive strengths merged, types with 16 or more instances in the layout:
cell,netlist,final
a21o,20,20
a21oi,164,164
o21ai,157,157
o2111ai,16,16
clkdlybuf4s50,0,67
xor2,38,38
and2,17,17
nor3,67,67
a211oi,31,31
or3,21,21
nand2,214,214
inv,18,18
buf,24,72
o211ai,38,38
nand3,74,74
a31oi,37,37
nand4,17,17
nor2,189,189
o221ai,20,20
nor4,25,25
xnor2,99,99
o22ai,17,17
cells in the mapped netlist, types with 6 or more instances:
master                      count  share of area [%]
sky130_fd_sc_hd__a2111oi_0      8               0.68
sky130_fd_sc_hd__mux2i_1        8               0.78
sky130_fd_sc_hd__a21o_1        19                1.4
sky130_fd_sc_hd__buf_1         10               0.37
sky130_fd_sc_hd__xnor3_1        7                1.5
sky130_fd_sc_hd__o21ai_1        9               0.44
sky130_fd_sc_hd__a311oi_1      14                1.2
sky130_fd_sc_hd__a21oi_1      163                7.9
sky130_fd_sc_hd__xor2_1        27                2.3
sky130_fd_sc_hd__and3_1        11               0.67
sky130_fd_sc_hd__o2111ai_1     16                1.4
sky130_fd_sc_hd__xnor2_1       83                7.1
sky130_fd_sc_hd__or3_1         20                1.2
sky130_fd_sc_hd__nand2b_1      14               0.85
sky130_fd_sc_hd__nor3b_1       10               0.73
sky130_fd_sc_hd__nand3_1       73                3.6
sky130_fd_sc_hd__and2_1        17                1.0
sky130_fd_sc_hd__or2_2         12               0.73
sky130_fd_sc_hd__o221ai_1      20                1.7
sky130_fd_sc_hd__o311ai_0       9               0.77
sky130_fd_sc_hd__nor3_1        64                3.1
sky130_fd_sc_hd__o22ai_1       16               0.97
sky130_fd_sc_hd__o311a_1        6               0.58
sky130_fd_sc_hd__o211ai_1      37                2.7
sky130_fd_sc_hd__a21boi_0       8               0.58
sky130_fd_sc_hd__a221oi_1      13                1.1
sky130_fd_sc_hd__xor2_2         6               0.95
sky130_fd_sc_hd__o31ai_1        9               0.66
sky130_fd_sc_hd__nor4_1        23                1.4
sky130_fd_sc_hd__o21ai_0      148                7.2
sky130_fd_sc_hd__a22oi_1        7               0.51
sky130_fd_sc_hd__a211o_1        6               0.51
sky130_fd_sc_hd__a211oi_1      30                2.2
sky130_fd_sc_hd__nand2_1      212                7.7
sky130_fd_sc_hd__xnor2_2       12                1.9
sky130_fd_sc_hd__nand4_1       17                1.0
sky130_fd_sc_hd__buf_2         10               0.49
sky130_fd_sc_hd__inv_1         17               0.62
sky130_fd_sc_hd__o21bai_1       7               0.51
sky130_fd_sc_hd__a31oi_1       37                2.3
sky130_fd_sc_hd__nor2b_1       10               0.61
sky130_fd_sc_hd__clkbuf_1     136                5.0
sky130_fd_sc_hd__o21a_1         9               0.66
sky130_fd_sc_hd__nor2_1       188                6.9
Power figures rest on the tool's default switching activity, not on a simulated workload.
